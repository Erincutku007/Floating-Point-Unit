File: /design/flow/design.v
`timescale 1ns / 1ps
module MUL_DEC(
    input  wire [31:0]a,
    input  wire [31:0]b,
    output reg [(16*16-1):0]y
    );
    reg [15:0]products[15:0];
    genvar i,j,k;
    always_comb begin
    end
    generate
        for (i=0;i<4;i=i+1)begin
            for (j=0;j<4;j=j+1)begin
                assign products[(4*i+j)] = a[(8*(j+1)-1):(8*j)]*b[(8*(i+1)-1):(8*i)];
            end
        end
    endgenerate
    generate
        for (k=0;k<16;k=k+1)begin
            assign y[(16*(k+1)-1):16*k] = products[k];
        end
    endgenerate
endmodule
`timescale 1ns / 1ps
module single_stage_mul(
    input  wire [31:0]a,
    input  wire [31:0]b,
    input  wire clk,reset,
    output wire [63:0]y
    );
    wire [255:0]decoder_out;
    wire [7:0]decoder_out_arr[31:0];
    wire [63:0]branch0;
    wire [47:0]branch1,branch2;
    wire [31:0]branch3,branch4;
    wire [15:0]branch5,branch6;
    genvar i;
    MUL_DEC decoder(
    .a(a),
    .b(b),
    .y(decoder_out)
    );
    generate
        for (i=0;i<32;i=i+1)begin
            assign decoder_out_arr[i] = decoder_out[8*(i+1)-1:8*i];
        end
    endgenerate
    assign branch0 = {decoder_out_arr[31],decoder_out_arr[23],decoder_out_arr[15],decoder_out_arr[7],decoder_out_arr[5],decoder_out_arr[3],decoder_out_arr[1],8'd0};
    assign branch1 = {decoder_out_arr[29],decoder_out_arr[21],decoder_out_arr[13],decoder_out_arr[6],decoder_out_arr[4],decoder_out_arr[2]};
    assign branch2 = {decoder_out_arr[30],decoder_out_arr[22],decoder_out_arr[14],decoder_out_arr[11],decoder_out_arr[9],decoder_out_arr[8]};
    assign branch3 = {decoder_out_arr[27],decoder_out_arr[19],decoder_out_arr[12],decoder_out_arr[10]};
    assign branch4 = {decoder_out_arr[28],decoder_out_arr[20],decoder_out_arr[17],decoder_out_arr[16]};
    assign branch5 = {decoder_out_arr[25],decoder_out_arr[18]};
    assign branch6 = {decoder_out_arr[26],decoder_out_arr[24]};
    wire [31:0]sum1,sum3;
    wire [63:0]subsum1,subsum2,subsum3,subsum4;
    wire [15:0]sum2;
    wire co1,co2,co3;
    wire [1:0]co4;
    assign {co1,sum1} = branch3 + branch4;
    assign {co2,sum2} = branch5 + branch6;
    assign {co3,sum3} = sum1+{7'd0,co2,sum2,8'd0};
    assign co4 = co3+co1;
    assign subsum1 = {4'd0,2'b00,co4,sum3,16'd0};
    assign subsum2 = branch0 + {8'd0,branch1,8'd0};
    assign subsum3 = subsum2 + {8'd0,branch2,8'd0};
    assign subsum4 = subsum1+subsum3[63:0];
    assign y = {subsum4[63:8],decoder_out_arr[0]};
    logic [63:0]q;
    always_ff @(posedge clk, posedge reset)
    begin
    if (reset) q <= 0;
    else q <= decoder_out;
    end
endmodule
File: /design/flow/run.sh
#!/bin/bash
# OpenROAD 26Q1-2900-gdf79404cd8, Yosys 0.63+post, stock flow scripts
make -C /OpenROAD-flow-scripts/flow DESIGN_CONFIG=/design/flow/config.mk WORK_HOME=/design/flow/orfs finish
File: /design/flow/config.mk
export PLATFORM = sky130hd
export DESIGN_NAME = single_stage_mul
export DESIGN_NICKNAME = single_stage_mul
export VERILOG_FILES = /design/flow/design.v
export SDC_FILE = /design/flow/constraint.sdc
export NUM_CORES = 4
export LEC_CHECK = 1
export CORE_UTILIZATION = 40
File: /design/flow/constraint.sdc
current_design single_stage_mul

set clk_period 28.0
set clk_io_pct 0.2

create_clock -name clk0 -period $clk_period

set non_clock_inputs [all_inputs -no_clocks]
set_input_delay [expr $clk_period * $clk_io_pct] -clock clk0 $non_clock_inputs
set_output_delay [expr $clk_period * $clk_io_pct] -clock clk0 [all_outputs]
==> run_results.csv <==
group,metric,value,unit
final_timing,worst_pin_slew,901,ps
final_timing,final-setup-viol-count,0,
critical_path,crit_fanout,32,
critical_path,critical-path-top-cell-by-count,"fa_1",
final_timing,rsz0062_at_grt,"false",
drt,drc_errors,0,
global_routing,grt.overflow.total,0,
final_layout,seq_cells,0,
global_routing,grt_pass1_wl,157000,µm
synth,yosys.cell_types.count,76,
worst_hold_path,hold_start,"b[0]",
drt,drt_wl_total,93100,µm
synth,top_area_cell,"fa_1",
drt,first_pass_iters,5,
synth,yosys_warnings,35,
die,die_h,318,µm
placement,io_buffers,128,
synth,yosys.stat.seqShare,0,%
clocking,cts_setup_buffers,0,
critical_path,crit_buf_inv,9,
global_routing,grt_start_max_net_pins,33,
run,cap_viol_max_count,0,
clocking,cts_resized,0,
critical_path,end_kind,"output pin",
final_timing,clock.fmax,0.0414,GHz
clocking,holdBufCountCts,0,
die,initial_core_util,40.4,%
worst_hold_path,hp-class,"in2out",
drt,drtIter0Drc,1119,
synth,top_cells_by_count,"inv_1, ha_1, fa_1",
critical_path,worst-setup-path-type,"in2out",
placement,dp_hpwl,73900,µm
final_timing,relSlewSlack,39.1,%
placement,gp_congestion,0.883,
die,ios,130,
critical_path,cp_slowest_stage_delay,550,ps
run,warnings,34,
final_timing,setup_tns,0,ps
final_layout,num-fill-cells,9638,
final_layout,regArea,0,µm²
synth,ys_cells,4807,
critical_path,cp.arrival,18580,ps
final_timing,final_max_slew_viol_count,0,
synth,yosys_area,39900,µm²
final_timing,hold_ws,12450,ps
drt,routedWlPerCell,15.3,µm
die,chip_area,101000,µm²
synth,yosysMostFrequentCell,"inv_1",
drt,dr_total_vias,30200,
synth,synthCells,4807,
die,die_width,318,µm
critical_path,cp_top_family,"adder cells",
critical_path,worst_ep_required_time,22400,ps
final_timing,hold_violations,0,
drt,avgViaCountPerCell,4.97,
placement,post-place-ws,3780,ps
final_timing,period_needed,24180,ps
drt,ant_nets,0,
synth,avgSynthCellArea,8.29,µm²
die,core,98600,µm²
drt,antenna_cells,0,
final_timing,setup_ws,3820,ps
critical_path,cp-startpoint,"b[18]",
final_timing,min_period_over_period,86.4,%
final_layout,syn2layout_area_growth,6.58,%
synth,area_leaders,"fa_1, ha_1, and2_1",
critical_path,slowest_stage,"fa_1",
run_status,status,"complete, no violations",
critical_path,critPathLaunchType,"input pin",
synth,synth_area,39900,µm²
global_routing,grt_usage,20.0,%
global_routing,grt_pass1_vias,30000,
final_layout,num-clock-buffers,0,
die,fp-row-count,115,
final_layout,drive_above_1_share,2.00,%
global_routing,antenna_found_initial,0,
synth,post-synth-top-area-fraction,33.2,%
==> worst min-delay path, cell delays in order <==
cell and delay [ps]:
clkdlybuf4s50_1 400, buf_4 250, and2_1 200, clkdlybuf4s50_1 390
==> per-stage QoR <==
| stage | std cells | utilization (%) | cell area, µm² |
|---|---|---|---|
| after floorplan | 4807 | - | 39900 |
| after global placement | 6084 | 43.1 | 42500 |
| after detailed placement | 6084 | 43.1 | 42500 |
| after CTS | 6084 | 43.1 | 42500 |
| after global routing | 6084 | 43.1 | 42500 |
| final | 6084 | 43.1 | 42500 |
==> cells by family after synthesis <==
| group | count (synthesis) | synth area share [%] |
|---|---|---|
| multiplexers | 2 | 0.0534 |
| AND-OR/OR-AND | 553 | 9.06 |
| AND/OR/NAND/NOR | 1441 | 18.1 |
| buffers and inverters | 1144 | 10.8 |
| adder cells (fa/ha/maj) | 1366 | 55.3 |
| XOR/XNOR | 301 | 6.63 |
==> final cells by class <==
cell class	count	area [µm²]	share of cell area, %
Tap cell	1287	1610	3.79
Multi-Input combinational cell	3663	35600	83.7
Inverter	939	3520	8.30
Timing Repair Buffer	195	1780	4.20
==> layer usage <==
layer | up-vias | share of wire, % | track usage, %
met1 | 14600 | 47 | 30.2
met3 | 60 | 5.9 | 4.39
met4 | 0 | 1.4 | 2.19
met5 | - | 0 | 0
li1 | 14900 | - | -
met2 | 670 | 46 | 31.3
==> placed cells by master (no fill, tap or decap), types with 8 or more instances in the layout <==
cell type / instances
a21o_1: 72
o21ai_0: 75
or2_2: 8
nand2_1: 548
o41a_1: 10
a31oi_1: 9
nor2b_1: 15
nor2_1: 142
xor2_1: 99
a211oi_1: 14
ha_1: 704
buf_4: 67
fa_1: 662
and3_1: 11
nand4_1: 12
clkdlybuf4s50_1: 128
xnor2_1: 201
nor3_1: 50
nand3_1: 26
and2_1: 591
nand2b_1: 15
inv_1: 939
o21a_1: 13
o21bai_1: 83
o41ai_1: 12
a21oi_1: 199
==> final timing paths <==
kind	end	slack (ps)	depth (start not counted)
worst max-delay path	y[63]	3820	53
worst min-delay path	y[0]	12450	4
