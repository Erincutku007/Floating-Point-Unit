==> design/flow/design.v <==
module MUL_stage_0(	 
  input  [31:0]  io_a,	 
                 io_b,	 
  output [255:0] io_y	 
);
  wire [15:0] _GEN = {8'h0, io_a[7:0]};	 
  wire [15:0] _GEN_0 = {8'h0, io_b[7:0]};	 
  wire [15:0] _GEN_1 = {8'h0, io_a[15:8]};	 
  wire [15:0] _GEN_2 = {8'h0, io_a[23:16]};	 
  wire [15:0] _GEN_3 = {8'h0, io_a[31:24]};	 
  wire [15:0] _GEN_4 = {8'h0, io_b[15:8]};	 
  wire [15:0] _GEN_5 = {8'h0, io_b[23:16]};	 
  wire [15:0] _GEN_6 = {8'h0, io_b[31:24]};	 
  assign io_y =
    {_GEN_3 * _GEN_6,
     _GEN_2 * _GEN_6,
     _GEN_1 * _GEN_6,
     _GEN * _GEN_6,
     _GEN_3 * _GEN_5,
     _GEN_2 * _GEN_5,
     _GEN_1 * _GEN_5,
     _GEN * _GEN_5,
     _GEN_3 * _GEN_4,
     _GEN_2 * _GEN_4,
     _GEN_1 * _GEN_4,
     _GEN * _GEN_4,
     _GEN_3 * _GEN_0,
     _GEN_2 * _GEN_0,
     _GEN_1 * _GEN_0,
     _GEN * _GEN_0};	 
endmodule
module MUL_stage_1(	 
  input  [255:0] io_MUL_stage_0,	 
  output [127:0] io_MUL_stage_1,	 
  output [7:0]   io_MUL_stage_1_8_bit	 
);
  wire        co3;	 
  wire        co2;	 
  wire        co1;	 
  wire [32:0] sum1 =
    {1'h0,
     io_MUL_stage_0[223:216],
     io_MUL_stage_0[159:152],
     io_MUL_stage_0[103:96],
     io_MUL_stage_0[87:80]}
    + {1'h0, io_MUL_stage_0[231:224], io_MUL_stage_0[167:160], io_MUL_stage_0[143:128]};	 
  wire [16:0] sum2 =
    {1'h0, io_MUL_stage_0[207:200], io_MUL_stage_0[151:144]}
    + {1'h0, io_MUL_stage_0[215:208], io_MUL_stage_0[199:192]};	 
  wire [32:0] sum3 = sum1 + {7'h0, co2, sum2, 8'h0};	 
  assign co1 = sum1[32];	 
  assign co2 = sum2[16];	 
  assign co3 = sum3[32];	 
  assign io_MUL_stage_1 =
    {14'h0,
     co3 + co1,
     sum3,
     16'h0,
     {io_MUL_stage_0[255:248],
      io_MUL_stage_0[191:184],
      io_MUL_stage_0[127:120],
      io_MUL_stage_0[63:56],
      io_MUL_stage_0[47:40],
      io_MUL_stage_0[31:24],
      io_MUL_stage_0[15:8],
      8'h0}
       + {8'h0,
          io_MUL_stage_0[239:232],
          io_MUL_stage_0[175:168],
          io_MUL_stage_0[111:104],
          io_MUL_stage_0[55:48],
          io_MUL_stage_0[39:32],
          io_MUL_stage_0[23:16],
          8'h0}
       + {8'h0,
          io_MUL_stage_0[247:240],
          io_MUL_stage_0[183:176],
          io_MUL_stage_0[119:112],
          io_MUL_stage_0[95:88],
          io_MUL_stage_0[79:64],
          8'h0}};	 
  assign io_MUL_stage_1_8_bit = io_MUL_stage_0[7:0];	 
endmodule
module MUL_stage_2(	 
  input  [127:0] io_MUL_stage_1,	 
  input  [7:0]   io_MUL_stage_1_8_bit,	 
  output [63:0]  io_MUL_stage_2	 
);
  wire [63:0] _GEN = io_MUL_stage_1[127:64] + io_MUL_stage_1[63:0];	 
  assign io_MUL_stage_2 = {_GEN[63:8], io_MUL_stage_1_8_bit};	 
endmodule
module MUL_pipelined(	 
  input         clock,	 
                reset,	 
  input  [31:0] io_a,	 
                io_b,	 
  output [63:0] io_y	 
);
  wire [127:0] _stage_1_io_MUL_stage_1;	 
  wire [7:0]   _stage_1_io_MUL_stage_1_8_bit;	 
  wire [255:0] _stage_0_io_y;	 
  MUL_stage_0 stage_0 (	 
    .io_a (io_a),
    .io_b (io_b),
    .io_y (_stage_0_io_y)
  );
  MUL_stage_1 stage_1 (	 
    .io_MUL_stage_0       (_stage_0_io_y),	 
    .io_MUL_stage_1       (_stage_1_io_MUL_stage_1),
    .io_MUL_stage_1_8_bit (_stage_1_io_MUL_stage_1_8_bit)
  );
  MUL_stage_2 stage_2 (	 
    .io_MUL_stage_1       (_stage_1_io_MUL_stage_1),	 
    .io_MUL_stage_1_8_bit (_stage_1_io_MUL_stage_1_8_bit),	 
    .io_MUL_stage_2       (io_y)
  );
endmodule
==> design/flow/run.sh <==
#!/bin/bash
# OpenROAD 26Q1-2900-gdf79404cd8, Yosys 0.63+post, stock flow scripts
make -C /OpenROAD-flow-scripts/flow DESIGN_CONFIG=/design/flow/config.mk WORK_HOME=/design/flow/orfs finish
==> design/flow/config.mk <==
export PLATFORM = sky130hd
export DESIGN_NAME = MUL_pipelined
export DESIGN_NICKNAME = MUL_pipelined
export VERILOG_FILES = /design/flow/design.v
export SDC_FILE = /design/flow/constraint.sdc
export NUM_CORES = 4
export LEC_CHECK = 1
export CORE_UTILIZATION = 50
==> design/flow/constraint.sdc <==
current_design MUL_pipelined

set clk_period 25.2
set clk_io_pct 0.2

create_clock -name clk0 -period $clk_period

set non_clock_inputs [all_inputs -no_clocks]
set_input_delay [expr $clk_period * $clk_io_pct] -clock clk0 $non_clock_inputs
set_output_delay [expr $clk_period * $clk_io_pct] -clock clk0 [all_outputs]
==> reports/metrics.csv <==
stage,metric,value,unit
run_status,status,completed,
layout,FF+latch area,0,µm²
placement,Placer Congestion,0.929,
setup_path,startpoint types,input port,
yosys,yosys warns,0,
setup_path,critical path type,in -> out,
floorplan,die area,79900,µm²
setup_path,Worst setup EP type,primary output,
yosys,Dominant comb cell,adder cells,
sta,hold slack,11.32,ns
pwr,Power per Cell Area,574,nW/µm²
routing,DR vias,29400,
setup_path,Bufs and invs on worst path,6,
routing,Post-route DRC,0,
layout,most instantiated logic cell after routing,inv_1,
yosys,Post-Synth AOI/OAI Area,0.0908,
placement,DP HPWL,74.0,mm
yosys,"Seq/Total Area, Yosys",0,
flow_run,Tool Warnings,34,
layout,MI comb area,35300,µm²
pwr,Leak,22.2,nW
pwr,Internal,11.0,mW
yosys,Post-synth mux share,0,
layout,layout cells sized above 1,0.0195,
setup_path,crit-path most repeated cell,o21ai_0,
cts,hold_buf cts,0,
floorplan,IO Count,130,
layout,most numerous logic cells after layout,"inv_1 (873), ha_1 (704), fa_1 (662), and2_1 (598), nand2_1 (518)",
setup_path,worst stage delay on the critical path,0.60,ns
setup_path,"critical path fanouts, max",32,
routing,drt wl/cell,16.4,µm
routing,Vias/cell,5.16,
routing,iteration-0 DRC count of the detailed router,871,
routing,Pre-Repair DR Iteration Count,5,
min_path,Hold Path Class,in -> out,
yosys,XOR/XNOR Area Share,0.0681,
setup_path,stages on the worst setup path,46,
setup_path,"Slowest-stage cell, CP",a2111oi_1,
global_route,first-pass GRT wire length,157,mm
pwr,VDD IR max,1.22,mV
yosys,yosys cell count,4675,
sta,Final Hold Viols,0,
setup_path,family with the most delay on the worst path,AND-OR/OR-AND gates,
routing,"antenna viol nets, final",0,
cts,setup bufs post-CTS,0,
min_path,hold depth,4,
sta,"Period Utilization, post-route",0.871,
sta,minimum clock period,21.94,ns
floorplan,row cnt,102,
floorplan,floorplan core density,0.507,
floorplan,Die X,283,µm
global_route,total gr overflow,0,
sta,Final setup viols,0,
sta,slew margin rel.,0.527,
layout,fillers,7355,
yosys,distinct lib cells,66,
pwr,Sw Ratio,0.541,
global_route,largest net degree at the start of global routing,33,
sta,total negative slack,0,ns
floorplan,core area,77700,µm²
setup_path,worst endpoint required time,20.16,ns
floorplan,Die Height,283,µm
yosys,Gate Count Post-Synth,4675,
setup_path,Critical Path AT,16.90,ns
sta,Max Slew Vio Count,0,
yosys,yosys stat area,39400,µm²
yosys,fa+ha+maj area frac,0.560,
yosys,synthesized cell area,39400,µm²
routing,total routed wirelength,93.3,mm
global_route,GRT Util Overall,0.263,
sta,Slew @ Worst Pin,0.705,ns
yosys,Synth Area per Inst,8.42,µm²
cts,post-CTS resize count,0,
layout,Flops,0,
flow_run,MaxCap Viol Count,0,
pwr,switching pwr,12.9,mW
layout,"Area growth, synth to finish",5.86,%
yosys,Simple-Gate Area Share,0.178,
global_route,vias in the first global route,30000,
sta,fmax,45.6,MHz
layout,clock buf count,0,
sta,RSZ-0062 raised after global routing,no,
placement,IO buf count,128,
global_route,initial antenna violation count,2,
## worst paths after layout
check                 slack (ns)        to     from
worst min-delay path       11.32   io_y[0]  io_a[0]
worst max-delay path        3.26  io_y[59]  io_a[5]
## cell usage after synthesis (2+ instances only)
master,instances,share of area
a31o_2,4,0.00089
o21a_1,39,0.0074
a21oi_2,3,0.00067
o21ai_0,110,0.014
o21bai_1,45,0.0086
nor2b_1,42,0.0067
nand3_1,15,0.0019
clkbuf_1,204,0.019
nor4_1,2,0.00032
ha_1,704,0.22
nand4_1,14,0.0022
o211ai_1,3,0.00057
a21boi_0,3,0.00057
and3_1,12,0.0019
xnor2_1,203,0.045
or3_1,7,0.0011
nand2b_1,48,0.0076
inv_1,873,0.083
o21ai_1,6,0.00076
a221oi_1,4,0.00089
o2111ai_1,3,0.00067
a2bb2oi_1,2,0.00045
xor2_1,100,0.022
nor2_1,75,0.0072
a211oi_1,8,0.0015
fa_1,662,0.34
a221oi_2,2,0.00076
a21o_1,91,0.017
a21bo_2,2,0.00051
a21oi_1,215,0.027
o31a_1,3,0.00067
o22ai_1,3,0.00048
o31ai_1,3,0.00057
o41ai_1,2,0.00045
a31oi_1,8,0.0013
nand2_1,518,0.049
and2_1,598,0.095
nor3_1,11,0.0014
## layout make-up
| class | instances | area share |
|---|---|---|
| Tap cell | 1040 | 0.0312 |
| Inverter | 873 | 0.0786 |
| Multi-Input combinational cell | 3598 | 0.848 |
| Timing Repair Buffer | 193 | 0.0424 |
| Antenna cell | 1 | 0.0000600 |
## routing by layer
layer	wire [µm]	track usage
met1	41300	0.379
met2	45000	0.431
met3	5670	0.0623
met4	1290	0.0297
met5	13	0.00122
## per-stage QoR
step | utilization | instance area [µm²] | instances | setup WS [ns] | power (mW)
floorplan | - | 39400 | 4675 | 5.57 | 13.1
detailed placement | 0.536 | 41700 | 5704 | 3.32 | 24.0
finish | 0.536 | 41700 | 5705 | 3.26 | 23.9
global placement | 0.536 | 41700 | 5704 | 3.28 | 24.0
global route | 0.536 | 41700 | 5704 | 2.29 | 26.3
CTS | 0.536 | 41700 | 5704 | 3.22 | 24.2
## cell families after synthesis
family,after synthesis
fa+ha+maj,1366
simple gates,1354
buf+inv,1077
compound gates,574
xor+xnor,304
## tightest hold or removal path: cells and delay by family
kind	cells	cell delay [ns]
buf+inv	3	1.04
simple gates	1	0.18
## power by group through the flow
stage	clock network [mW]	registers [mW]	logic, mW
5_1_grt	0	0	26.3
4_1_cts	0	0	24.2
No activity file was given, so power comes from the tool's default toggle rates.
