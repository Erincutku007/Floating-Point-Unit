==> ./design.v <==
`timescale 1ns / 1ps
module MUL(
    input  wire [31:0]a,
    input  wire [31:0]b,
    input  wire clk,reset,
    output wire [63:0]y
    );
    wire [255:0]decoder_out;
    wire [7:0]decoder_out_arr[31:0];
    wire [63:0]branch0;
    wire [47:0]branch1,branch2;
    wire [31:0]branch3,branch4;
    wire [15:0]branch5,branch6;
    genvar i;
    MUL_DEC decoder(
    .a(a),
    .b(b),
    .y(decoder_out)
    );
    generate
        for (i=0;i<32;i=i+1)begin
            assign decoder_out_arr[i] = decoder_out[8*(i+1)-1:8*i];
        end
    endgenerate
    assign branch0 = {decoder_out_arr[31],decoder_out_arr[23],decoder_out_arr[15],decoder_out_arr[7],decoder_out_arr[5],decoder_out_arr[3],decoder_out_arr[1],8'd0};
    assign branch1 = {decoder_out_arr[29],decoder_out_arr[21],decoder_out_arr[13],decoder_out_arr[6],decoder_out_arr[4],decoder_out_arr[2]};
    assign branch2 = {decoder_out_arr[30],decoder_out_arr[22],decoder_out_arr[14],decoder_out_arr[11],decoder_out_arr[9],decoder_out_arr[8]};
    assign branch3 = {decoder_out_arr[27],decoder_out_arr[19],decoder_out_arr[12],decoder_out_arr[10]};
    assign branch4 = {decoder_out_arr[28],decoder_out_arr[20],decoder_out_arr[17],decoder_out_arr[16]};
    assign branch5 = {decoder_out_arr[25],decoder_out_arr[18]};
    assign branch6 = {decoder_out_arr[26],decoder_out_arr[24]};
    wire [31:0]sum1,sum3;
    wire [63:0]subsum1,subsum2,subsum3,subsum4;
    wire [15:0]sum2;
    wire co1,co2,co3;
    wire [1:0]co4;
    assign {co1,sum1} = branch3 + branch4;
    assign {co2,sum2} = branch5 + branch6;
    assign {co3,sum3} = sum1+{7'd0,co2,sum2,8'd0};
    assign co4 = co3+co1;
    assign subsum1 = {4'd0,2'b00,co4,sum3,16'd0};
    assign subsum2 = branch0 + {8'd0,branch1,8'd0};
    assign subsum3 = subsum1 + {8'd0,branch2,8'd0};
    assign subsum4 = subsum2+subsum3;
    assign y = {subsum4[63:8],decoder_out_arr[0]};
endmodule
`timescale 1ns / 1ps
module MUL_DEC(
    input  wire [31:0]a,
    input  wire [31:0]b,
    output reg [(16*16-1):0]y
    );
    reg [15:0]products[15:0];
    genvar i,j,k;
    always_comb begin
    end
    generate
        for (i=0;i<4;i=i+1)begin
            for (j=0;j<4;j=j+1)begin
                assign products[(4*i+j)] = a[(8*(j+1)-1):(8*j)]*b[(8*(i+1)-1):(8*i)];
            end
        end
    endgenerate
    generate
        for (k=0;k<16;k=k+1)begin
            assign y[(16*(k+1)-1):16*k] = products[k];
        end
    endgenerate
endmodule
==> ./run.sh <==
#!/bin/bash
# OpenROAD 26Q1-2900-gdf79404cd8, Yosys 0.63+post, stock flow scripts
make -C /OpenROAD-flow-scripts/flow DESIGN_CONFIG=/design/flow/config.mk WORK_HOME=/design/flow/orfs finish
==> ./config.mk <==
export PLATFORM = sky130hd
export DESIGN_NAME = MUL
export DESIGN_NICKNAME = MUL
export VERILOG_FILES = /design/flow/design.v
export SDC_FILE = /design/flow/constraint.sdc
export NUM_CORES = 4
export LEC_CHECK = 1
export CORE_UTILIZATION = 30
==> ./constraint.sdc <==
current_design MUL

set clk_period 28.0
set clk_io_pct 0.2

create_clock -name clk0 -period $clk_period

set non_clock_inputs [all_inputs -no_clocks]
set_input_delay [expr $clk_period * $clk_io_pct] -clock clk0 $non_clock_inputs
set_output_delay [expr $clk_period * $clk_io_pct] -clock clk0 [all_outputs]
==> reports/qor.csv <==
stage;metric;value;unit
global_route;grt.overflow.total;0;
die;die_w;367;um
final_layout;seqCellArea;0;um2
setup_path;cp.required;22400;ps
power;power.internal;12.1;mW
timing;finalWorstSetupSlack;3590;ps
setup_path;end_kind;output pin;
setup_path;cp.arrival;18810;ps
timing;post-route-min-period;24410;ps
setup_path;critical_path.max_fanout;32;
final_layout;post_route_cells_drive_above_1_share;2.02;%
job;timing.max_cap.violations;0;
synth;synth-seq-area-share;0;%
routing;drt_first_pass_iters;5;
routing;detail_route.iter0.violations;1140;
global_route;initial_antenna_violation_count;5;
global_route;first_global_vias;30800;
routing;route.detailed.vias_per_inst;4.64;
power;worst_ir_drop_vdd;0.00165;V
die;row_count;133;
synth;synth.lib_cells_used.distinct;76;
synth;synth-cells-yosys;4807;
timing;worst_slew_margin_rel;41.3;%
cts;number_of_buffers_added_for_setup_after_cts;0;
outcome;run_status;finished, final reports clean;
final_layout;flops;0;
final_layout;fill_cell_count;13600;
timing;total_setup_violations_reported_at_the_end_of_the_flow;0;
die;die-area;134000;um2
routing;wl_cell;15.0;um
die;boundaryPins;130;
synth;synthCells;4807;
final_layout;post_layout_nonfiller_instances;6554;
placement;numPlacedInstances;6553;
die;coreArea;132000;um2
placement;placement.setup.worst_slack;3650;ps
setup_path;crit_path_top_delay_cell;sky130_fd_sc_hd__fa_1;
setup_path;crit_type;in -> out;
timing;rsz_0062_raised_after_global_routing;no;
power;power.net_switching;12.7;mW
job;openroad.warnings;34;
timing;finalCritPeriodShare;87.2;%
routing;antenna_left;0;
placement;buffer_ports.inserted;128;
placement;hpwl;77.9;mm
power;pwr_density_cell;574;nW/um2
synth;synth.avg_cell_area;8.29;um2
global_route;grt_use_total;15.9;%
final_layout;final_core_area_utilization;32.7;%
timing;worst_hold_slack;12430;ps
setup_path;path_common_cell;sky130_fd_sc_hd__fa_1;
synth;yosys-stat-area;39900;um2
routing;route.vias.total;30400;
cts;cts_resized;0;
synth;yosys_warnings;35;
power;power_switching_share;51.2;%
timing;timing.final.max_slew_violations;0;
timing;worstMarginPinSlew;868;ps
min_path;hold_path.class;in -> out;
global_route;grt_start_max_net_pins;33;
routing;drc_violations_left;0;
routing;totalWireLength;98.5;mm
timing;hold_vio_cnt_final;0;
die;core_util_floorplan;30.3;%
placement;gp_routability_congestion;0.889;
timing;max_freq;41.0;MHz
synth;synthesized_cell_area;39900;um2
final_layout;n_clock_buffer;0;
final_layout;area.growth.synth_to_final;8.07;%
setup_path;max_stage_delay;550;ps
setup_path;crit_path_start_kind;primary input;
min_path;holdPathStages;4;
final_layout;final-comb-area;35600;um2
timing;total_negative_slack_for_setup_checks;0;ps
cts;cts_hold_repair.buffers;0;
die;chipHeight;367;um
power;total_leakage_power;22.4;nW
global_route;grt_pass1_wl;165;mm
[layer usage]
layer  GRT usage [%]  up-vias  wire, um
met2            25.2      764     45700
met1            22.4    14700     44100
met5           0.249        -        13
li1                -    14900         -
met3            4.65       55      7260
met4            1.96        2      1470
[cells by family after synthesis]
logic type                 Yosys count  share of synthesized area, %
adders and majority gates         1366                          55.3
muxes                                2                        0.0534
AOI/OAI and AO/OA                  553                          9.06
buffers and inverters             1144                          10.8
xor gates and xnor gates           301                          6.63
and+or+nand+nor                   1441                          18.1
[layout make-up]
class,instances,share of cell area (%)
antenna,1,0.00581
multi-input combinational,3663,82.6
tap,1755,5.10
timing repair buffer,196,4.16
inverter,939,8.18
[per-stage QoR]
stage                     total power, mW  area (um2)
after floorplan                      14.0       39900
after global placement               25.5       43100
after detailed placement             25.4       43100
after CTS                            25.6       43100
after global routing                 27.7       43100
final                                24.7       43100
[cells in the mapped netlist, drive strengths merged (12+ instances only)]
master	number	area, um2
o21a	13	97.6
xnor2	201	1760
a211oi	16	130
nand2	548	2060
fa	662	13300
nand4	12	75.1
a21oi	201	1010
clkbuf	202	758
nor3	50	250
a21o	72	541
nand2b	15	93.8
ha	704	8810
nor2	142	533
o21bai	83	623
o21ai	83	427
inv	939	3520
xor2	100	883
nor2b	15	93.8
nand3	26	130
o41ai	13	121
and2	592	3710
[critical path: cells and delay by family]
kind                       cells  cell delay [ps]
buffers and inverters          9             1830
adders and majority gates     10             4630
and+or+nand+nor               12             2180
xor gates and xnor gates       4              760
AOI/OAI and AO/OA             18             3790
[placed cells by master, fill, tap and decap left out, drive strengths merged, types with 3 or more instances in the layout]
| cell | instances |
|---|---|
| a21o | 72 |
| a41o | 3 |
| clkdlybuf4s50 | 128 |
| a21oi | 201 |
| and2 | 592 |
| nand4 | 12 |
| and3 | 11 |
| nand2 | 548 |
| nor3 | 50 |
| nor2 | 142 |
| o311ai | 3 |
| a31oi | 11 |
| ha | 704 |
| nand2b | 15 |
| nor2b | 15 |
| nor3b | 3 |
| a2111oi | 3 |
| fa | 662 |
| o311a | 3 |
| o41a | 10 |
| o31ai | 4 |
| nand3 | 26 |
| or3 | 5 |
| o21ai | 83 |
| a211oi | 16 |
| o21a | 13 |
| a221oi | 3 |
| nor4 | 3 |
| o41ai | 13 |
| inv | 939 |
| buf | 68 |
| xnor2 | 201 |
| a311oi | 3 |
| o21bai | 83 |
| a21boi | 8 |
| o211ai | 6 |
| xor2 | 100 |
| or2 | 8 |
[final timing paths]
path	startpoint	to	slack, ps
hold / removal	b[0]	y[0]	12430
setup / recovery	b[18]	y[63]	3590
No activity file was given, so power comes from the tool's default toggle rates.
